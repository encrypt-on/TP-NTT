**flow/design.v**
```verilog
module modred_64(input clk,rst,
            input [63:0] q,
            input [127:0] D,
            output reg [63:0] C
);
reg [46:0] q2, q3, q4, q5;
always @(posedge clk or posedge rst) begin
    if(rst)
        {q5,q4,q3,q2} <= 0;
    else
        {q5,q4,q3,q2} <= {q4,q3,q2,q[63:17]}; 
end
wire [111:0] D2;
wordred_64 #(111,112) step1(clk,rst,q[63:17],D[16:0],D[127:17],D2);  
wire [95:0] D3;
wordred_64 #(95,96) step2(clk,rst,q2,D2[16:0],D2[111:17],D3);  
wire [79:0] D4;
wordred_64 #(79,80) step3(clk,rst,q3,D3[16:0],D3[95:17],D4);  
wire [63:0] D5;
wordred_64 #(63,64) step4(clk,rst,q4,D4[16:0],D4[79:17],D5);  
wire signed [65:0] D6;
assign D6 = D5-{1'b0,q5,17'b1};
always @(posedge clk or posedge rst) begin  
    if(rst) begin
        C <= 0;
    end
    else begin
        case(D6[65])
        0: C <= D6[63:0];
        1: C <= D5[63:0];
        endcase
    end
end
endmodule
module wordred_64 #(parameter I_SIZE=0, O_SIZE=0)
                (input clk,rst,
                 input [46:0] qH,
                 input [16:0] CL,
                 input [I_SIZE-1:0] CH,
                 output [O_SIZE-1:0] T
                );
(* use_dsp = "yes" *) reg [42:0] p0_0,p0_1;
(* use_dsp = "no" *) reg [O_SIZE-1:0] OUTPUT_RES;
wire [16:0] CLn;
wire        Cin;
reg [I_SIZE-1:0] CH_q;
reg  Cin_q;
assign CLn = -CL;
assign Cin = CL[16] | CLn[16];
always @(posedge clk or posedge rst) begin
    if(rst) begin
        p0_0 <= 0;
        p0_1 <= 0;
        OUTPUT_RES <= 0;
        Cin_q <= 0;
        CH_q <= 0;
    end
    else begin
        p0_0 <= CLn[16:0] * qH[25:0];
        p0_1 <= CLn[16:0] * qH[46:26];
        Cin_q <= Cin;
        CH_q <= CH;
        OUTPUT_RES <= {{21'b0,p0_0}} + {{p0_1,26'b0}} + CH_q + Cin_q;
    end
end
assign T = OUTPUT_RES;
endmodule
```
**flow/run.sh**
```bash
#!/bin/bash
# OpenROAD 26Q1-2900-gdf79404cd8, Yosys 0.63+post, stock flow scripts
make -C /OpenROAD-flow-scripts/flow DESIGN_CONFIG=/design/flow/config.mk WORK_HOME=/design/flow/orfs finish
```
**flow/config.mk**
```make
export PLATFORM = sky130hd
export DESIGN_NAME = modred_64
export DESIGN_NICKNAME = modred_64
export VERILOG_FILES = /design/flow/design.v
export SDC_FILE = /design/flow/constraint.sdc
export NUM_CORES = 4
export LEC_CHECK = 1
export CORE_UTILIZATION = 50
```
**flow/constraint.sdc**
```tcl
current_design modred_64

set clk_period 34.0
set clk_io_pct 0.2

create_clock -name clk0 -period $clk_period [get_ports {clk}]

set non_clock_inputs [all_inputs -no_clocks]
set_input_delay [expr $clk_period * $clk_io_pct] -clock clk0 $non_clock_inputs
set_output_delay [expr $clk_period * $clk_io_pct] -clock clk0 [all_outputs]
```
==> flow_summary.json <==
{
  "min_period_ns": 15.55,
  "core_area_sq_mm": 0.319,
  "ff_type": "dfrtp_1",
  "ys_ff": 1280,
  "yosysChipArea_sq_mm": 0.161,
  "syn_to_final_growth_pct": 8.44,
  "hold_depth": 0,
  "routed_wl_um": 436000,
  "netlist_top_cells_count": "inv_1 (3603), nand2_1 (2617), fa_1 (2600), ha_1 (1322), dfrtp_1 (1280)",
  "row_count": 207,
  "io_pins": 258,
  "cp-start-kind": "input pin",
  "routed_via_density": 5.28,
  "via_count": 115000,
  "edf_count": 0,
  "worst_pin_slew_ns": 0.946,
  "arrival_ns": 16.23,
  "async_flop_share": 1.00,
  "cts.reportedPaths.clkPinSlew_ns": 0.06,
  "worst-r2r-cell-count": 31,
  "ys_cells": 17400,
  "finalMaxSlewViolations": 0,
  "hold_viol_final": 0,
  "antenna_found_initial": 22,
  "synth.cell_area_sq_mm": 0.161,
  "grt_max_degree": 114,
  "final_area_sq_mm": 0.174,
  "cts.sinks": 1280,
  "clock_latency_ns": 0.86,
  "cts_tree": "built",
  "hp-class": "reg2reg",
  "cp.required_ns": 34.67,
  "hold_ws_ns": 0.332,
  "status": "complete, no violations",
  "numCtsBuffers": 154,
  "cts_hold_buf": 0,
  "cts_setup_buffers": 0,
  "drt_iter0_markers": 5160,
  "placed_area_sq_mm": 0.169,
  "synth_top_area_share": 0.324,
  "rsz0062_at_grt": "no",
  "setup_viol": 0,
  "synth_cells": 17400,
  "fp_util": 0.504,
  "synth.most_common_cell": "inv_1",
  "wl_per_cell_um": 20.0,
  "path_max_fanout": 26,
  "overflow": 0,
  "finalSetupTns_ns": 0,
  "cts_resized": 0,
  "cts_buffer_depth": 4,
  "warnings": 46,
  "slew_headroom": 0.365,
  "die_area_sq_mm": 0.324,
  "avgSynthCellArea_sq_um": 9.23,
  "die_w_um": 569,
  "ys_types": 86,
  "fillers": 28900,
  "drc_errors": 0,
  "path_class": "in2reg",
  "fmax_ghz": 0.0643,
  "cts_root_buf": "clkbuf_16",
  "worstHoldStart": "step1.OUTPUT_RES[23]$_DFF_PP0_",
  "yosysWarnings": 5,
  "fin_skew_ns": 0.0986,
  "grt.total_usage": 0.299,
  "grt_pass1_vias": 121000,
  "yosysTopAreaCell": "fa_1",
  "r2r_slack_ns": 24.49,
  "firstDrtPassIters": 5,
  "yosys-top-cells-area": "fa_1 (32%), dfrtp_1 (20%), ha_1 (10%)",
  "gp_congestion": 0.970,
  "drv_cap": 0,
  "final_layout_size_suffix_gt1_frac": 0.0430,
  "critical_path.startpoint": "D[6]",
  "chipHeight_um": 569,
  "antenna_left": 0,
  "post-route-period-util": 0.457,
  "grt_pass1_wl_um": 692000,
  "r2r-start": "step1.OUTPUT_RES[0]$_DFF_PP0_",
  "io_buffers": 240,
  "end_kind": "flip-flop",
  "ys_seq_share": 0.199,
  "hpwl_um": 344000,
  "cts_htree_levels": 4
}
final cells by class:
cell class / instances / area [sq um] / share of cell area
well taps: 4284 / 5360 / 0.0308
diodes: 7 / 17.5 / 0.000101
clock inverters: 87 / 1080 / 0.00620
inverters: 3603 / 13500 / 0.0776
flip-flops and latches: 1280 / 32000 / 0.184
repair buffers: 596 / 5080 / 0.0292
multi-input cells: 11800 / 113000 / 0.648
clock buffers: 189 / 4240 / 0.0243
sequential cells by signal, indices dropped and copies added, names as in the netlist, 38 cells and up:
signal / flops
step2.p0_0: 43
q5: 47
step2.p0_1: 38
step3.p0_0: 43
step1.p0_0: 43
step1.CH_q: 111
step3.OUTPUT_RES: 80
q2: 47
step4.p0_1: 38
q3: 47
step4.CH_q: 63
step3.CH_q: 79
C: 64
step4.OUTPUT_RES: 64
step1.OUTPUT_RES: 112
step2.OUTPUT_RES: 96
q4: 47
step3.p0_1: 38
step2.CH_q: 95
step1.p0_1: 38
step4.p0_0: 43
worst paths after layout:
| path | end |
|---|---|
| hold / removal | step2.CH_q[6]$_DFF_PP0_ |
| setup reg to reg | step2.p0_0[41]$_DFF_PP0_ |
| min in group asynchronous | step2.p0_1[34]$_DFF_PP0_ |
| hold reg to reg | step2.CH_q[6]$_DFF_PP0_ |
| max in group asynchronous | step4.OUTPUT_RES[11]$_DFF_PP0_ |
| setup / recovery | step1.p0_0[40]$_DFF_PP0_ |
cell families (layout without fill, tap and decap cells):
| group | after synthesis | in the layout | share of synthesized area |
|---|---|---|---|
| AND-OR/OR-AND | 1999 | 1999 | 0.0794 |
| XOR/XNOR | 818 | 818 | 0.0446 |
| adder cells (fa/ha/maj) | 3922 | 3922 | 0.427 |
| buffers and inverters | 4357 | 4475 | 0.102 |
| flip-flops | 1280 | 1280 | 0.199 |
| multiplexers | 22 | 22 | 0.00150 |
| other | 0 | 7 | 0 |
| AND/OR/NAND/NOR | 5015 | 5015 | 0.146 |
critical path, stage by stage:
cell             delay (ns)
clkdlybuf4s50_1        0.57
or4_1                  0.62
or4_1                  0.62
xor2_4                 0.71
buf_4                  0.46
nand2_1                0.13
fa_1                   0.54
inv_1                  0.05
fa_1                   0.54
fa_1                   0.45
fa_1                   0.47
fa_1                   0.49
inv_1                  0.05
fa_1                   0.47
inv_1                  0.04
ha_1                   0.35
a21o_1                 0.22
or4_1                  0.58
o21ai_0                0.53
a21o_1                 0.21
a31oi_1                0.18
a31o_2                 0.34
a41o_1                 0.28
o41a_1                 0.34
xor2_1                 0.15
metrics by stage:
step,std cells,util,setup slack [ns]
after floorplan,17400,-,9.51
after global placement,21500,0.530,17.73
after detailed placement,21500,0.530,17.72
after CTS,21800,0.546,18.58
after global routing,21800,0.546,18.14
final,21800,0.546,18.45
placed cells by master (no fill, tap or decap), types with 340 or more instances in the layout:
| master | count |
|---|---|
| fa_1 | 2600 |
| and2_1 | 1038 |
| inv_1 | 3602 |
| xnor2_1 | 510 |
| a21oi_1 | 650 |
| buf_4 | 355 |
| nor2_1 | 444 |
| ha_1 | 1321 |
| a21o_1 | 373 |
| o21ai_0 | 340 |
| dfrtp_1 | 1277 |
| nand2_1 | 2617 |
metal layers:
metal  wire, um  global-route usage  share of wire
met1     169000               0.406           0.39
met3      37700               0.104          0.086
met5        107            0.000149        0.00025
met2     210000               0.469           0.48
met4      18800              0.0991          0.043
