**design.v**
```verilog
module modred_32(input clk,rst,
                 input [31:0] q,
                 input [63:0] D,
                 output reg [31:0] C
                );
reg [18:0] q2,q3,q4;
always @(posedge clk or posedge rst) begin
    if(rst)
        {q4,q3,q2} <= 0;
    else
        {q4,q3,q2} <= {q3,q2,q[31:13]};
end
wire [46:0] D2;
reg  [4:0]  T2;
wordred_32 #(46,47) step1(clk,rst,q[31:13],D[12:0],D[58:13],D2);
always @(posedge clk or posedge rst) begin
    if(rst)
        T2 <= 0;
    else
        T2 <= D[63:59];
end
wire [39:0] D3;
wire [5:0]  T3;
assign T3 = T2+D2[46];
wordred_32 #(39,40) step2(clk,rst,q2,D2[12:0],{T3,D2[45:13]},D3);
wire [32:0] D4;
wordred_32 #(27,33) step3(clk,rst,q3,D3[12:0],D3[39:13],D4);
wire signed [33:0] D5;
assign D5 = D4-{1'b0,q4,13'b1};
always @(posedge clk or posedge rst) begin
    if(rst) begin
        C <= 0;
    end
    else begin
        case(D5[33])
        0: C <= D5[31:0];
        1: C <= D4[31:0];
        endcase
    end
end
endmodule
module wordred_32 #(parameter I_SIZE=0, O_SIZE=0)
                   (input clk,rst,
                    input [18:0] qH,
                    input [12:0] CL,
                    input [I_SIZE-1:0] CH,
                    output [O_SIZE-1:0] T
                   );
(* use_dsp = "yes" *) reg [O_SIZE-1:0] DSPout;
wire [12:0] CLn;
wire        Cin;
assign CLn = -CL;
assign Cin = CL[12] | CLn[12];
always @(posedge clk or posedge rst) begin
    if(rst)
        DSPout <= 0;
    else
        DSPout <= CLn*qH + CH + Cin;
end
assign T = DSPout;
endmodule
```
**run.sh**
```bash
#!/bin/bash
# OpenROAD 26Q1-2900-gdf79404cd8, Yosys 0.63+post, stock flow scripts
make -C /OpenROAD-flow-scripts/flow DESIGN_CONFIG=/design/flow/config.mk WORK_HOME=/design/flow/orfs finish
```
**config.mk**
```make
export PLATFORM = sky130hd
export DESIGN_NAME = modred_32
export DESIGN_NICKNAME = modred_32
export VERILOG_FILES = /design/flow/design.v
export SDC_FILE = /design/flow/constraint.sdc
export NUM_CORES = 4
export LEC_CHECK = 1
export CORE_UTILIZATION = 50
```
**constraint.sdc**
```tcl
current_design modred_32

set clk_period 13.9
set clk_io_pct 0.2

create_clock -name clk0 -period $clk_period [get_ports {clk}]

set non_clock_inputs [all_inputs -no_clocks]
set_input_delay [expr $clk_period * $clk_io_pct] -clock clk0 $non_clock_inputs
set_output_delay [expr $clk_period * $clk_io_pct] -clock clk0 [all_outputs]
```
==> impl_metrics.csv <==
group,metric,value,unit
status,status,"finished, final reports clean",
critical_path,critical_path.reg2reg.startpoint,"step1.DSPout[0]",
floorplanning,core.rowCount,97,
sta,finalSetupViolations,0,
sta,timing.slew.headroom,29.31,%
route,totalWireLength,84.53,mm
floorplanning,die-height,269.3,um
route,detail_route.first_pass.iterations,5,
placement,dp_slack,1.295,ns
global_route,grt_pass1_vias,27538,
yosys,ys_dominant_reg_cell,"dfrtp_1",
yosys,synthTopCellsByArea,"fa_1 32%, dfrtp_1 15%, ha_1 12%",
route,avgRoutedWirePerCell,16.77,um
yosys,synth_async_sr_flop_share,100.0,%
flow_run,max_cap_violations,0,
yosys,syn-mean-instance-area,8.949,sq um
clocking,cts_post_setup_buffers_inserted,0,
clocking,cts_htree_levels,1,
yosys,ys_seq_share,14.99,%
yosys,multiplexer_area_fraction_after_synthesis,0.1120,%
critical_path,critPathLaunch,"D[0]",
yosys,yosys.area.top_type_share,31.76,%
global_route,grt_first_pass_wirelength,141.9,mm
clocking,root_buffer,"clkbuf_16",
layout,area.growth.synth_to_final,9.188,%
sta,grt_setup_unrepaired,"false",
critical_path,timing.critical_path.from_type,"input pin",
critical_path,criticalPathCategory,"input pin to register",
yosys,adder_share,44.01,%
sta,timing_max_transition_violations_final,0,
clocking,insertion_delay,0.57,ns
critical_path,crit_path_frequent_cell,"fa_1",
clocking,clock_sinks,214,
placement,placed_cells_incl_taps,4988,
critical_path,cp_top_delay_family,"adder cells",
critical_path,biggest_cell_delay_along_the_critical_path,0.91,ns
sta,max_slew.worst_pin.slew,1.047,ns
sta,final.setup_skew,0.01754,ns
sta,period_minus_slack,12.02,ns
hold_path,hold_path.class,"register to register",
route,detailroute.via_count,26268,
global_route,grt_total_usage,25.90,%
critical_path,crit_path_max_fanout,21,
route,post-route-drc-count,0,
critical_path,cp_data_arrival_time,12.48,ns
placement,place.gp.congestion,0.9253,
layout,drive_gt1_share,3.172,%
floorplanning,die_w,269.3,um
sta,finalHoldViolations,0,
global_route,grt.overflow.total,0,
yosys,ys_sh_simple,16.39,%
route,drt_first_iter_violations,914,
yosys,synthXorXnorAreaFrac,5.466,%
clocking,cts_repair_resize_count,0,
route,via_per_inst,5.213,
yosys,ys_area,0.03573,sq mm
global_route,number_of_antenna_violations_at_the_first_check_in_global_routing,2,
critical_path,cp_slowest_cell,"o41ai_1",
clocking,path_clk_slew,0.06,ns
global_route,grt_start_max_net_pins,61,
sta,final.setup.tns,0,ns
critical_path,critical_path.n_buffers_inverters,6,
layout,post_layout_nonfiller_instances,5039,
flow_run,warning_count,40,
yosys,top_logic_cell_family_in_the_synthesized_netlist,"adder cells",
yosys,synth-compound-area-share,9.905,%
floorplanning,fp_util,50.76,%
critical_path,crit_path_end_kind,"register",
floorplanning,fp.dieArea,0.07254,sq mm
clocking,cts.hold.buffers_added,0,
clocking,cts-root-to-sink-buffers,3,
yosys,netlist_area,0.03573,sq mm
sta,final_cycle_share,86.50,%
yosys,synthesis.yosys.warnings,4,
clocking,tritoncts,"built",
sta,timing.fmax,0.08317,GHz
floorplanning,area_of_the_placeable_core,0.07039,sq mm
yosys,ys_seq_elements,214,
yosys,edf_count,0,
yosys,synth.lib_cells_used.distinct,79,
placement,dpl.hpwl,69.26,mm
placement,port-buffer-count,116,
sta,post-route-worst-setup-slack,1.877,ns
clocking,cts-buffers-inserted,27,
sta,final.hold.worst_slack,0.4935,ns
hold_path,hold_path.startpoint,"step3.DSPout[3]",
yosys,synth_cells,3993,
critical_path,required,14.36,ns
yosys,ys_cells,3993,
yosys,post-synth-top-area-cell,"fa_1",
floorplanning,io-pin-count,130,
route,number_of_nets_with_antenna_violations_after_detailed_routing,0,
-- synthesized netlist by cell type, types with 6 or more instances --
master     number
inv_1         746
nand2_1       588
fa_1          567
ha_1          349
and2_1        266
dfrtp_1       214
a21oi_1       154
xnor2_1       145
nor2_1        142
clkbuf_1      107
o21ai_0        88
a21o_1         85
xor2_1         78
nor3_1         43
nand3_1        40
o21a_1         35
and3_1         29
o21bai_1       28
nand2b_1       25
nor2b_1        23
a21boi_0       21
nor4_1         18
or3_1          16
a31oi_1        15
a211oi_1       14
nand4_1        11
a211o_1        10
o31ai_1        10
o2111ai_1       9
o211ai_1        9
nand3b_1        8
a31o_2          7
or2_2           7
nor3b_1         6
-- metal layers --
| metal | wire [um] | vias to the layer above | global-route usage (%) | share of wire [%] |
|---|---|---|---|---|
| met5 | 0 | - | 0 | 0 |
| met3 | 4833 | 105 | 6.099 | 5.7 |
| li1 | - | 12676 | - | - |
| met2 | 41850 | 585 | 42.21 | 50 |
| met1 | 35740 | 12902 | 37.28 | 42 |
| met4 | 2106 | 0 | 5.203 | 2.5 |
-- per-stage QoR --
stage	cell area, sq um	utilization [%]
after floorplan	35730	-
after global placement	38030	54.02
after detailed placement	38030	54.02
after CTS	39010	55.42
after global routing	39010	55.42
final	39020	55.43
-- path summary, 6_finish.rpt --
check	endpoint	slack (ns)	cells after the start
min in group asynchronous	T2[0]	2.60	2
min reg2reg	C[3]	0.49	1
max reg2reg	step2.DSPout[38]	3.88	33
max	step1.DSPout[44]	1.88	33
min	C[3]	0.49	1
max in group asynchronous	q4[1]	9.62	4
-- registers in the layout, indices dropped and copies added (netlist names) --
register,flops
C,32
T2,5
q3,19
step2.DSPout,40
q2,19
step1.DSPout,47
q4,19
step3.DSPout,33
-- cell usage in the layout, fill, tap and decap left out, types with 7 or more instances in the layout --
master           count
a211o_1             10
a211oi_1            14
a21boi_0            21
a21o_1              85
a21oi_1            154
a31o_2               7
a31oi_1             15
and2_1             266
and3_1              29
buf_4               54
clkbuf_16           27
clkdlybuf4s50_1    116
dfrtp_1            214
fa_1               567
ha_1               349
inv_1              745
nand2_1            588
nand2b_1            25
nand3_1             40
nand3b_1             8
nand4_1             11
nor2_1             142
nor2b_1             23
nor3_1              43
nor4_1              18
o2111ai_1            9
o211ai_1             9
o21a_1              35
o21ai_0             88
o21bai_1            28
o31ai_1             10
or2_2                7
or3_1               16
xnor2_1            145
xor2_1              78
-- cell families (layout without fill, tap and decap cells) --
family | Yosys count | after routing
flops | 214 | 214
simple gates | 1235 | 1235
other cells | 1 | 2
compound gates | 538 | 538
buf+inv | 861 | 966
fa+ha+maj | 917 | 917
xor+xnor | 223 | 223
mux | 4 | 4
-- final cells by class --
cell class | count | area [sq um]
well taps | 940 | 1176
inverters | 746 | 2808
fillers | 6366 | 31380
multi-input cells | 2918 | 27120
flip-flops and latches | 214 | 5355
diodes | 1 | 2.502
clock inverters | 18 | 262.8
repair buffers | 170 | 1567
clock buffers | 32 | 724.4
