--- flow/design.v ---
module modadd#(
            parameter LOGQ                  =       64,
            parameter Reduc_param           =       17
        )
        (
            input [LOGQ-1:0] A,B,
            input [LOGQ-1:0] q,
            output[LOGQ-1:0] C
        );
wire [LOGQ:0] R;
wire [LOGQ:0] Rq;
assign R = A + B;
assign Rq= R - {1'b0,q[LOGQ-1:Reduc_param],{Reduc_param-1{1'b0}},q[0]};
assign C = (Rq[LOGQ] == 0) ? Rq[LOGQ-1:0] : R[LOGQ-1:0];
endmodule
--- flow/run.sh ---
#!/bin/bash
# OpenROAD 26Q1-2900-gdf79404cd8, Yosys 0.63+post, stock flow scripts
make -C /OpenROAD-flow-scripts/flow DESIGN_CONFIG=/design/flow/config.mk WORK_HOME=/design/flow/orfs finish
--- flow/config.mk ---
export PLATFORM = sky130hd
export DESIGN_NAME = modadd
export DESIGN_NICKNAME = modadd
export VERILOG_FILES = /design/flow/design.v
export SDC_FILE = /design/flow/constraint.sdc
export NUM_CORES = 4
export LEC_CHECK = 1
export CORE_AREA = 10 10 171 171
export DIE_AREA = 0 0 181 181
--- flow/constraint.sdc ---
current_design modadd

set clk_period 50.8
set clk_io_pct 0.2

create_clock -name clk0 -period $clk_period

set non_clock_inputs [all_inputs -no_clocks]
set_input_delay [expr $clk_period * $clk_io_pct] -clock clk0 $non_clock_inputs
set_output_delay [expr $clk_period * $clk_io_pct] -clock clk0 [all_outputs]
==> impl_metrics.tcl <==
# place-and-route summary
set metrics [dict create \
    status "finished clean" \
    nFlopsAndLatches 0 \
    yosysSeqAreaShare_pct 0 \
    setup_viol 0 \
    peakVddDrop_mv 0.01453 \
    seq_area_um2 0 \
    ys_types 70 \
    die_height_um 181 \
    slew_violations 0 \
    grt-ovfl-total 0 \
    synthCells 1180 \
    place_hpwl_mm 24.85 \
    fillerInstances 2598 \
    rsz0062_at_grt "false" \
    pre_cts_slack_ps 22550 \
    hold_violations 0 \
    warning_count 48 \
    cts_hold_buf 0 \
    synthMuxAreaShare_pct 2.003 \
    worstHoldPathType "primary input to primary output" \
    setup_tns_ps 0 \
    layout_top_cell "clkdlybuf4s50_1" \
    ant_nets 0 \
    route.vias.total 8938 \
    wl_per_cell_um 16.59 \
    fin_crit_sh_pct 55.72 \
    grt_pass1_wl_mm 45.20 \
    worstMarginPinSlew_ps 657.4 \
    drt_wl_total_mm 28.21 \
    ys_area_mm2 0.007807 \
    cp-start-kind "primary input" \
    cap_viol_max_count 0 \
    num_rows 58 \
    switching_share_pct 48.74 \
    combinationalPowerShare_pct 100.0 \
    critPathArrivalTime_ps 18140 \
    critPathKind "primary input to primary output" \
    ys_sh_adder_pct 18.37 \
    numPortBuffers 240 \
    clkPwrFrac_pct 0 \
    grt_antenna_before_repair 1 \
    power.switching_mw 0.1299 \
    post_cts_buffers 0 \
    relSlewSlack_pct 55.80 \
    dieArea_mm2 0.03276 \
    hold_ws_ps 21360 \
    core_area_mm2 0.02533 \
    worstPathRequired_ps 40640 \
    clockBufferCount 0 \
    synthAoiAreaFrac_pct 36.49 \
    simple_gate_share_pct 22.92 \
    p_int_mw 0.1366 \
    max_freq_mhz 35.33 \
    power.total_mw 0.2664 \
    first_pass_iters 5 \
    ys_cells 1180 \
    cts_resized 0 \
    die_w_um 181 \
    area_growth_syn_to_layout_pct 33.78 \
    crit_fanout 37 \
    ys_sh_xor_pct 13.69 \
    fin_ws_ps 22500 \
    p_leak_nw 4.632 \
    grt_max_degree 59 \
    track_usage_pct 16.25 \
    drive_gt1_share_pct 2.993 \
    vias_per_cell 5.255 \
    io_pins 256 \
    final_util_pct 41.24 \
    synth_area_mm2 0.007807 \
    gp_congestion 0.9285 \
    drc 0 \
    first_global_vias 8716 \
    drt_iter0_drc 553 \
    period_minus_slack_ps 28300 \
    syn_avg_cell_area_um2 6.617 \
    layout_top_cells "240 x clkdlybuf4s50_1, 153 x a21oi_1, 113 x ha_1" \
    endpoint_kind "primary output" \
    logic_family "AND-OR/OR-AND gates" \
    seqPwrFrac_pct 0 \
    p_per_area_mw_per_mm2 25.51 \
    fp-utilization_pct 30.83 \
    synth_warnings 0 \
]
[cell families (layout without fill, tap and decap cells)]
family	Yosys count	in the layout
buffers and inverters	130	320
XOR/XNOR	122	122
other	0	1
multiplexers	14	14
AND/OR/NAND/NOR	366	366
adder cells (fa/ha/maj)	114	114
AND-OR/OR-AND	434	434
[power by group through the flow]
stage | Clock, mW | Combinational, mW | Sequential (mW)
CTS | 0 | 0.269 | 0
global route | 0.00000000264 | 0.296 | 0
finish | 0.00000000264 | 0.266 | 0
[area by class of cell]
cell class	instances	area, µm²	share of cell area, %
well taps	330	412.9	3.953
multi-input cells	1050	7316	70.04
diodes	1	2.502	0.02396
inverters	77	289.0	2.767
repair buffers	243	2425	23.22
[critical path, stage by stage]
cell             delay (ps)
clkdlybuf4s50_1         400
ha_1                    520
and4_1                  400
nand2_1                 130
a21oi_2                 350
o21a_1                  260
o211a_1                 230
nor4_1                   70
or2_2                   360
o31ai_1                 600
a21oi_1                 250
nand2b_1                200
xor2_1                  110
ha_1                    360
and2_1                  230
and4_1                  230
and2_1                  180
and3_1                  200
nand4_1                 150
a41oi_2                 250
nor3b_1                 110
o41ai_2                 560
xor2_4                  180
buf_4                   370
nor3b_1                 400
nand2_1                 120
xnor2_1                 230
clkdlybuf4s50_1         520
[through the flow]
step,instance area (µm²),cells
4_1_cts,10440,1700
2_1_floorplan,7807,1180
3_5_place_dp,10440,1700
3_3_place_gp,10440,1700
5_1_grt,10450,1701
6_report,10450,1701
[layer usage]
metal  track usage, %  share of wire (%)
met2            26.37                 45
met1            22.40                 48
met4            2.408                1.7
met5                0                  0
met3            2.980                5.7
[worst paths after layout]
path              slack, ps  endpoint  depth (start not counted)  from
hold / removal        21360      C[0]                          4  q[0]
setup / recovery      22500     C[13]                         28  A[9]
[cell usage after synthesis, types with 4 or more instances]
library cell  number  share of area (%)
and3_1            15                1.2
and4_1             8               0.90
ha_1             113                 18
xor2_1            54                6.1
nor2_1           111                5.3
o21a_1            19                1.8
o21ai_0           59                3.8
or2_2              4               0.32
nand4_1           31                2.5
a21oi_1          153                9.8
a21o_1            81                7.8
mux2_2            13                1.9
o21ai_1            6               0.38
a221o_1            5               0.64
nor3b_1            6               0.58
inv_1             77                3.7
o211ai_1          12                1.2
a31oi_1           10               0.80
a41oi_1            4               0.45
o21bai_1          18                1.7
o22ai_1            4               0.32
o31ai_1            8               0.77
nand2_1           88                4.2
a21boi_0           4               0.38
nor3_1            15               0.96
clkbuf_1          39                1.9
nand2b_1          10               0.80
or3_1              4               0.32
nand3_1           32                2.1
xnor2_1           68                7.6
a221oi_1           6               0.67
a211oi_1           8               0.77
buf_2             12               0.77
nor2b_1           13                1.0
and2_1            14                1.1
