==> flow/design.v <==
module modsub#(
            parameter LOGQ                  =       64,
            parameter Reduc_param           =       17
        )
        (
            input [LOGQ-1:0] A,B,
            input [LOGQ-1:0] q,
            output[LOGQ-1:0] C
        );
wire [LOGQ:0] R;
wire [LOGQ:0] Rq;
assign R = A - B;
assign Rq= R +  {1'b0,q[LOGQ-1:Reduc_param],{Reduc_param-1{1'b0}},q[0]};
assign C = (R[LOGQ] == 0) ? R[LOGQ-1:0] : Rq[LOGQ-1:0];
endmodule
==> flow/run.sh <==
#!/bin/bash
# OpenROAD 26Q1-2900-gdf79404cd8, Yosys 0.63+post, stock flow scripts
make -C /OpenROAD-flow-scripts/flow DESIGN_CONFIG=/design/flow/config.mk WORK_HOME=/design/flow/orfs finish
==> flow/config.mk <==
export PLATFORM = sky130hd
export DESIGN_NAME = modsub
export DESIGN_NICKNAME = modsub
export VERILOG_FILES = /design/flow/design.v
export SDC_FILE = /design/flow/constraint.sdc
export NUM_CORES = 4
export LEC_CHECK = 1
export CORE_AREA = 10 10 169 169
export DIE_AREA = 0 0 179 179
==> flow/constraint.sdc <==
current_design modsub

set clk_period 49.3
set clk_io_pct 0.2

create_clock -name clk0 -period $clk_period

set non_clock_inputs [all_inputs -no_clocks]
set_input_delay [expr $clk_period * $clk_io_pct] -clock clk0 $non_clock_inputs
set_output_delay [expr $clk_period * $clk_io_pct] -clock clk0 [all_outputs]
==> flow_summary.yaml <==
# implementation run metrics
cells_and_area:
  fin_util_pct: 42.1
  clkbuf_count: 0
  nFillCells: 2634
  area_growth_pct: 33.9
  drive_above_1_share_pct: 2.27
  flop-count: 0
  regArea_um2: 0
worst_setup_path:
  cp-end-kind: "output pin"
  startpoint_type: "input port"
  required_ns: 39.44
  crit_family: "AND-OR/OR-AND gates"
  worst-path-max-fanout: 7
  crit_arrival_ns: 17.00
  cp_common_cell: "a21o_1"
  worst-path-buf-inv: 3
  slowest_delay_ns: 0.77
  cp.depth: 26
  cp_slowest_cell: "o41ai_1"
  worstSetupPathType: "input port to output pin"
synthesis:
  ys_cells: 1209
  synth.distinct_cells: 77
  syn-mean-instance-area_um2: 6.51
  top_cells_by_count: "nand2_1, a21oi_1, ha_1"
  top_area_cell: "ha_1"
  synth.top_cell.area_share_pct: 19.2
  netlist_area_um2: 7880
  topCellsByArea: "ha_1, a21oi_1, xnor2_1, a21o_1, nand2_1"
  yosysMostFrequentCell: "nand2_1"
  synthCells: 1209
  ys_seq_share_pct: 0
  ys_chip_area_um2: 7880
  yosysWarningCount: 0
timing:
  drv_slew: 0
  hold_violations: 0
  whs_ns: 20.77
  rsz0062_at_grt: "false"
  slew_headroom_pct: 43.3
  tns_ns: 0
  max_freq_ghz: 0.0372
  finalSetupViolCount: 0
  worst_pin_slew_ns: 0.842
  finalClockPeriodUsage_pct: 54.5
  min_period_ns: 26.86
power:
  powerDensity_nw_per_um2: 23.8
  p_leak_uw: 0.00469
  peakVddDrop_uv: 9.44
detailed_routing:
  ant_nets: 0
  vias: 9155
  first_pass_iters: 5
  drt_iter0_markers: 437
  routed_wl_mm: 28.5
  viasPerCell: 5.27
  wire_per_inst_um: 16.4
  drc: 0
  diodes: 0
die:
  coreArea_um2: 25000
  rows: 58
  chip_area_um2: 32000
  initCoreUtil_pct: 31.5
  die-width_um: 179
  pin_count: 256
  die_y_um: 179
global_route:
  grt-ovfl-total: 0
  first_global_vias: 8849
  antenna_found_initial: 1
  grt_max_degree: 47
  grt_pass1_wl_mm: 45.2
  track_usage_pct: 17.2
clock_network:
  cts_hold_buffers: 0
  cts_setup_buffers: 0
  cts_resized: 0
placed_design:
  place_congestion: 0.939
  place.port_buffers: 240
  dpl.hpwl_mm: 25.1
flow_run:
  openroad.warnings: 57
  maxCapViolCount: 0
min_path:
  min_path_cells: 5
  min_path_type: "input port to output pin"
run_status:
  status: "finished clean"
-- power by group --
| part | internal [uW] | leakage, uW | switching [uW] | total, uW |
|---|---|---|---|---|
| Clock | 0 | 0 | 0 | 0 |
| Combinational | 126 | 0.00469 | 124 | 251 |
| Sequential | 0 | 0 | 0 | 0 |
-- path summary, 6_finish.rpt --
path / start / to / slack, ns
worst max-delay path: A[0] / C[60] / 22.44
worst min-delay path: A[0] / C[0] / 20.77
-- cell usage in the layout (no fill, tap or decap), types with 3 or more instances in the layout --
cell type,netlist,routed
and3_1,10,10
ha_1,121,121
clkdlybuf4s50_1,0,240
o31ai_1,10,10
mux2i_1,4,4
a211oi_1,6,6
nor2b_1,19,19
o21bai_1,20,20
o31a_1,5,5
or4_1,3,3
and2_1,5,5
o21ai_1,4,4
nor3_1,17,17
mux2_2,6,6
a221oi_1,5,5
o221ai_1,3,3
inv_1,102,102
nand4_1,34,34
nor2_1,78,78
buf_4,0,4
xor2_1,39,39
a31oi_1,16,16
and4_1,7,7
xnor2_1,70,70
nand2b_1,11,11
or3_1,5,5
o211ai_1,8,8
o2111ai_1,3,3
o21ai_0,99,99
nand3_1,24,24
nor3b_1,3,3
a21o_1,77,77
a21oi_1,132,132
nor4_1,7,7
a21boi_0,8,8
nand2_1,136,136
o21a_1,12,12
-- logic make-up after synthesis --
logic type | after synthesis | synth area share (%)
and+or+nand+nor | 373 | 23.1
adders and majority gates | 122 | 19.5
xor gates and xnor gates | 110 | 12.5
muxes | 10 | 1.37
AOI/OAI and AO/OA | 446 | 36.4
buffers and inverters | 148 | 7.23
-- per-layer routing --
metal	routed length, um	up-vias	GRT usage, %
met5	13	-	0
met4	93	2	0.517
met3	1950	8	3.10
met2	13000	218	28.5
met1	13400	4136	24.0
li1	-	4791	-
-- through the flow --
step	worst slack [ns]	cell area, um^2	instances	total power, uW
2_1_floorplan	24.73	7880	1209	147
3_3_place_gp	22.49	10500	1737	253
3_5_place_dp	22.54	10500	1737	252
4_1_cts	22.47	10500	1737	254
5_1_grt	21.92	10500	1737	280
6_report	22.44	10500	1737	251
-- worst min-delay path, delay by kind of cell --
family	cells	cell delay (ns)
adders and majority gates	1	0.14
buffers and inverters	3	0.84
AOI/OAI and AO/OA	1	0.06
-- area by class of cell --
type	instances	area, um^2	area share (%)
tap	330	413	3.92
timing repair buffer	244	2430	23.1
inverter	102	383	3.63
multi-input combinational	1061	7320	69.4
Power figures rest on the tool's default switching activity, not on a simulated workload.
